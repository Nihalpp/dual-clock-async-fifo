[flow/config.mk]
export PLATFORM = sky130hd
export DESIGN_NAME = asynchronous_fifo
export DESIGN_NICKNAME = asynchronous_fifo
export VERILOG_FILES = /design/flow/design.v
export SDC_FILE = /design/flow/constraint.sdc
export NUM_CORES = 4
export LEC_CHECK = 1
export CORE_UTILIZATION = 30
export SYNTH_HDL_FRONTEND = slang
[flow/run.sh]
#!/bin/bash
# OpenROAD 26Q1-2900-gdf79404cd8, Yosys 0.63+post, stock flow scripts
make -C /OpenROAD-flow-scripts/flow DESIGN_CONFIG=/design/flow/config.mk WORK_HOME=/design/flow/orfs finish
[flow/constraint.sdc]
current_design asynchronous_fifo

set clk_period 3.3
set clk_io_pct 0.2

create_clock -name clk0 -period $clk_period [get_ports {rclk}]
create_clock -name clk1 -period $clk_period [get_ports {wclk}]

set non_clock_inputs [all_inputs -no_clocks]
set_input_delay [expr $clk_period * $clk_io_pct] -clock clk0 $non_clock_inputs
set_output_delay [expr $clk_period * $clk_io_pct] -clock clk0 [all_outputs]
[flow/design.v]
`timescale 1ns / 1ps
`timescale 1ns / 1ps
module synchronizer #(parameter WIDTH=3) (input clk, rst_n, [WIDTH:0] d_in, output reg [WIDTH:0] d_out);
  reg [WIDTH:0] q1;
  always@(posedge clk) begin
    if(!rst_n) begin
      q1 <= 0;
      d_out <= 0;
    end
    else begin
      q1 <= d_in;
      d_out <= q1;
    end
  end
endmodule
`timescale 1ns / 1ps
module wptr_handler #(parameter PTR_WIDTH=3) (
  input wclk, wrst_n, w_en,
  input [PTR_WIDTH:0] g_rptr_sync,
  output reg [PTR_WIDTH:0] b_wptr, g_wptr,
  output reg full
);
  reg [PTR_WIDTH:0] b_wptr_next;
  reg [PTR_WIDTH:0] g_wptr_next;
  reg wrap_around;
  wire wfull;
  assign b_wptr_next = b_wptr+(w_en & !full);
  assign g_wptr_next = (b_wptr_next >>1)^b_wptr_next;
  always@(posedge wclk or negedge wrst_n) begin
    if(!wrst_n) begin
      b_wptr <= 0;  
      g_wptr <= 0;
    end
    else begin
      b_wptr <= b_wptr_next;  
      g_wptr <= g_wptr_next;  
    end
  end
  always@(posedge wclk or negedge wrst_n) begin
    if(!wrst_n) full <= 0;
    else        full <= wfull;
  end
  assign wfull = (g_wptr_next == {~g_rptr_sync[PTR_WIDTH:PTR_WIDTH-1], g_rptr_sync[PTR_WIDTH-2:0]});
endmodule
`timescale 1ns / 1ps
module rptr_handler #(parameter PTR_WIDTH=3) (
  input rclk, rrst_n, r_en,
  input [PTR_WIDTH:0] g_wptr_sync,
  output reg [PTR_WIDTH:0] b_rptr, g_rptr,
  output reg empty
);
  reg [PTR_WIDTH:0] b_rptr_next;
  reg [PTR_WIDTH:0] g_rptr_next;
  assign b_rptr_next = b_rptr+(r_en & !empty);
  assign g_rptr_next = (b_rptr_next >>1)^b_rptr_next;
  assign rempty = (g_wptr_sync == g_rptr_next);
  always@(posedge rclk or negedge rrst_n) begin
    if(!rrst_n) begin
      b_rptr <= 0;
      g_rptr <= 0;
    end
    else begin
      b_rptr <= b_rptr_next;
      g_rptr <= g_rptr_next;
    end
  end
  always@(posedge rclk or negedge rrst_n) begin
    if(!rrst_n) empty <= 1;
    else        empty <= rempty;
  end
endmodule
`timescale 1ns / 1ps
module fifo_mem #(parameter DEPTH=8, DATA_WIDTH=8, PTR_WIDTH=3) (
  input wclk, w_en, rclk, r_en,
  input [PTR_WIDTH:0] b_wptr, b_rptr,
  input [DATA_WIDTH-1:0] data_in,
  input full, empty,
  output reg [DATA_WIDTH-1:0] data_out
);
  reg [DATA_WIDTH-1:0] fifo[0:DEPTH-1];
  always@(posedge wclk) begin
    if(w_en & !full) begin
      fifo[b_wptr[PTR_WIDTH-1:0]] <= data_in;
    end
  end
  assign data_out = fifo[b_rptr[PTR_WIDTH-1:0]];
endmodule
module asynchronous_fifo #(parameter DEPTH=8, DATA_WIDTH=8) (
  input wclk, wrst_n,
  input rclk, rrst_n,
  input w_en, r_en,
  input [DATA_WIDTH-1:0] data_in,
  output reg [DATA_WIDTH-1:0] data_out,
  output reg full, empty
);
  parameter PTR_WIDTH = $clog2(DEPTH);
  reg [PTR_WIDTH:0] g_wptr_sync, g_rptr_sync;
  reg [PTR_WIDTH:0] b_wptr, b_rptr;
  reg [PTR_WIDTH:0] g_wptr, g_rptr;
  wire [PTR_WIDTH-1:0] waddr, raddr;
  synchronizer #(PTR_WIDTH) sync_wptr (rclk, rrst_n, g_wptr, g_wptr_sync);  
  synchronizer #(PTR_WIDTH) sync_rptr (wclk, wrst_n, g_rptr, g_rptr_sync);  
  wptr_handler #(PTR_WIDTH) wptr_h(wclk, wrst_n, w_en,g_rptr_sync,b_wptr,g_wptr,full);
  rptr_handler #(PTR_WIDTH) rptr_h(rclk, rrst_n, r_en,g_wptr_sync,b_rptr,g_rptr,empty);
  fifo_mem fifom(wclk, w_en, rclk, r_en,b_wptr, b_rptr, data_in,full,empty, data_out);
endmodule
==> flow_summary_export.csv <==
group,metric,value,unit
run_status,status,"finished, final reports clean",
floorplan,rows,40,
synthesis,synth-seq-cells,96,
drt,vias,1776,
synthesis,synth-edff-count,64,
placed_design,finalWeightedCongestion,0.740,
synthesis,syn_area_per_cell,18.4,um^2
placed_design,post-place-ws,516,ps
final_layout,syn_to_final_growth,22.3,%
floorplan,die-area,0.0130,mm^2
setup_path,crit_type,"flop to primary output",
floorplan,die-height,114,um
clocking,clock_sinks,96,
min_path,hold_depth,1,
placed_design,detailed_place_hpwl,3710,um
placed_design,io_buffer_count,22,
clocking,post_cts_buffers,0,
setup_path,r2r_setup_slack,1240,ps
setup_path,arrival,2170,ps
final_layout,drive_gt1_share,17.2,%
global_routing,overflow,0,
global_routing,grt_max_degree,23,
drt,drcViolationCount,0,
drt,antennaDiodeCount,0,
min_path,hold_end,"sync_rptr.q1[1]",
synthesis,ys_cells,205,
final_layout,final_util,38.1,%
drt,vias_per_cell,4.25,
clocking,cts_hold_buf,0,
timing,finalSetupViolations,0,
global_routing,grt_pass1_wl,9790,um
final_layout,lay_top_count,"edfxtp_1",
synthesis,yosys_area,0.00377,mm^2
floorplan,core,0.0121,mm^2
placed_design,place_inst,398,
setup_path,reg2reg_to,"wptr_h.full",
final_layout,fin_area,0.00462,mm^2
final_layout,final_cell_mix,"64 x edfxtp_1, 22 x clkdlybuf4s50_1, 17 x and2_1",
floorplan,floorplan.core_util,31.2,%
clocking,post_cts_resize_count,0,
floorplan,chipWidth,114,um
setup_path,reg2reg_from,"wptr_h.full",
drt,drtAntennaViolNets,0,
synthesis,ff_type,"edfxtp_1",
global_routing,grt_antenna_before_repair,0,
floorplan,ios,24,
setup_path,cp.required,2640,ps
power_and_ir_drop,power_leakage,1.64,nW
timing,slew_headroom,56.7,%
drt,dr.pass1.iters,4,
timing,final_max_slew_viol_count,0,
min_path,worstHoldPathType,"flop to flop",
clocking,cts_tree,"yes",
global_routing,grt_pass1_vias,1854,
setup_path,r2r_cells,7,
synthesis,postSynthSeqShare,70.1,%
synthesis,ys_types,33,
synthesis,netlist_instances,205,
min_path,holdCritStartpoint,"rptr_h.g_rptr[1]",
drt,drt-initial-drc-count,112,
timing,hold_viol_final,0,
synthesis,yosysWarnings,0,
power_and_ir_drop,peakVddDrop,0.289,mV
synthesis,synthArstFlopShare,16.7,%
flow_run,maxCapViolCount,0,
drt,wl_per_cell,14.2,um
final_layout,final_cells,418,
final_layout,fillers,1123,
synthesis,syn_area,0.00377,mm^2
timing,finalClockSkew,10.4,ps
timing,worst_pin_slew,649,ps
clocking,clkSlewWorstSetupHoldPaths,60,ps
flow_run,openroad.warnings,27,
placed_design,post_dp_cell_area,0.00422,mm^2
setup_path,end_kind,"primary output",
drt,wl,5940,um
final_layout,combGateArea,0.00106,mm^2
timing,setup_slack,471,ps
power_and_ir_drop,p_per_area,903,mW/mm^2
global_routing,grt_usage,10.6,%
setup_path,crit_path_start_kind,"flop",
setup_path,crit_fanout,18,
timing,rsz0062_at_grt,"false",
final_layout,regArea,0.00264,mm^2
timing,setup_tns,0,ps
-- synth_stat cells (all sizes together), types with 2 or more instances --
library cell	number	share of area (%)
edfxtp	64	51
nor3	3	0.40
nand3	3	0.40
mux4	16	11
nor2	8	0.80
and2	17	2.8
ha	4	1.3
dfxtp	16	8.5
buf	6	1.6
dfrtp	15	9.9
xnor2	11	2.6
mux2	8	2.4
nand2b	4	0.66
a21oi	2	0.27
nand2	4	0.40
nor2b	2	0.33
o21ai	3	0.40
xor2	10	3.0
-- worst max-delay path: stages (launching register included) --
cell	delay (ps)
dfrtp_1	320
buf_4	300
mux4_1	610
mux2_2	300
clkdlybuf4s50_1	400
-- area by class of cell --
cell class | count | area share (%)
clock buffer | 13 | 6.80
clock inverter | 7 | 1.87
inverter | 1 | 0.0813
multi-input combinational | 101 | 23.0
sequential | 96 | 57.3
tap | 168 | 4.55
timing repair buffer | 32 | 6.40
-- worst max path at each step --
| stage | start | to | slack, ps | cells past startpoint |
|---|---|---|---|---|
| final | rptr_h.b_rptr[0] | data_out[0] | 470 | 4 |
| after global routing | rptr_h.b_rptr[0] | data_out[2] | 380 | 4 |
| after CTS | rptr_h.b_rptr[0] | data_out[5] | 450 | 4 |
-- stage by stage --
stage          hold slack [ps]  power, mW
2_1_floorplan              364       2.55
3_3_place_gp               413       2.94
3_5_place_dp               410       2.95
4_1_cts                    383       4.22
5_1_grt                    408       4.41
6_report                   385       4.17
-- flip-flops by register name, summed over array words and instances, names as in the netlist, 4 cells and up --
name / flops
sync_wptr.q1: 4
wptr_h.b_wptr: 4
fifom.fifo: 64
sync_rptr.q1: 4
rptr_h.b_rptr: 4
sync_rptr.d_out: 4
sync_wptr.d_out: 4
-- logic make-up after synthesis --
| logic type | Yosys count | share of synthesized area, % |
|---|---|---|
| xor+xnor | 21 | 5.57 |
| mux | 24 | 13.4 |
| flops | 96 | 70.1 |
| compound gates | 8 | 1.43 |
| simple gates | 44 | 6.40 |
| buf+inv | 8 | 1.79 |
| fa+ha+maj | 4 | 1.33 |
-- metal layers --
metal	GRT usage, %	wire [um]	vias to the layer above	share of wire [%]
met5	1.57	0	-	0
met4	1.65	107	0	1.8
met3	5.56	527	10	8.9
met2	14.9	2660	61	45
met1	15.4	2650	844	45
li1	-	-	861	-
-- power breakdown --
group | total [mW] | internal (mW) | switching (mW) | leakage (nW)
Clock | 1.26 | 0.786 | 0.479 | 0.195
Combinational | 1.21 | 0.690 | 0.521 | 0.549
Sequential | 1.69 | 1.55 | 0.144 | 0.901
Total | 4.17 | 3.02 | 1.14 | 1.64
Power is estimated from default activity; no workload was simulated.
